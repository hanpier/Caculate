$ cat config.mk
export PLATFORM = sky130hd
export DESIGN_NAME = AP600
export DESIGN_NICKNAME = AP600
export VERILOG_FILES = /design/flow/design.v
export SDC_FILE = /design/flow/constraint.sdc
export NUM_CORES = 4
export LEC_CHECK = 1
export CORE_UTILIZATION = 40
$ cat design.v
module AP600 (clk, reset, pswA, pswB, pswC, pswD, dipA, dipB,
	      hexA, hexB, buzzer, ledA, ledB, ledC, ledD, 
             segA, segB, segC, segD, segE, segF, segG, segH);
  input      clk, reset;              
  input[4:0] pswA, pswB, pswC, pswD;  
  input[7:0] dipA, dipB;              
  input[3:0] hexA, hexB;              
  output     buzzer ;		      
  output[7:0] ledA, ledB, ledC, ledD; 
  output[7:0] segA, segB, segC, segD, segE, segF, segG, segH;  
  wire [7:0] ledh, ledl;
  wire [9:0] push;
  wire overflow, sign, ce, plus, minus, equal;
  wire [1:0] state;
  wire [8:0] regb;
  wire [6:0] rega;
  wire [1:0] count;
  wire add_or_sub;
  assign push[0] = pswD[0];
  assign push[1] = pswC[0];
  assign push[2] = pswC[1];
  assign push[3] = pswC[2];
  assign push[4] = pswB[0];
  assign push[5] = pswB[1];
  assign push[6] = pswB[2];
  assign push[7] = pswA[0];
  assign push[8] = pswA[1];
  assign push[9] = pswA[2];
  assign plus    = pswD[3];
  assign minus   = pswC[3];
  assign ce      = pswA[4];
  assign equal   = pswD[4];
  assign buzzer = overflow;
  assign ledA = {overflow,2'b00, count[0],count[1], 
                 add_or_sub, state[0], state[1]};
  assign ledB = {regb[8], 7'b0000000};
  assign ledC = {regb[0],regb[1],regb[2],regb[3],
                 regb[4],regb[5],regb[6],regb[7]};
  assign ledD = {rega[0],rega[1],rega[2],rega[3],
                 rega[4],rega[5],rega[6],1'b0};
  assign segA = 8'b00000000;
  assign segB = 8'b00000000;
  assign segC = 8'b00000000;
  assign segD = 8'b00000000;
  assign segE = 8'b00000000;
  assign segF = {6'b000000,sign,1'b0};
  assign segG = ledh;
  assign segH = ledl;
  calctop calctop(clk, reset, push, ce, plus, minus, equal, 
                  sign, ledh, ledl, overflow, state, rega, regb,
                  count, add_or_sub);
endmodule
module calctop(clk, reset, push, ce, plus, minus, equal, 
               sign, ledh, ledl, overflow, state, rega, regb,
               count, add_or_sub);
  input plus, minus, equal, ce, reset, clk;
  input [9:0] push;
  output overflow, sign;
  output [7:0] ledh, ledl;
  output [1:0] state;
  output [8:0] regb;
  output [6:0] rega;
  output [1:0] count;
  output add_or_sub;
  wire plusout, minusout, equalout, ceout;
  wire [9:0] pushout;
  wire [6:0] wout;
  calc calc(pushout, plusout, minusout, equalout, clk, reset, ceout, 
            sign, overflow, wout, state, rega, regb, count, 
            add_or_sub);
  binled binled(wout, ledl, ledh);
  syncro syncroce(ceout, ce, clk, reset);
  syncro syncropuls(plusout, plus, clk, reset);
  syncro syncrominus(minusout, minus, clk, reset);
  syncro syncroequal(equalout, equal, clk, reset);
  syncro10 syncropush(pushout, push, clk, reset);
endmodule
module calc(decimal, plus, minus, equal, clk, reset, 
            ce, sign, overflow, out, state, REGA, REGB, count, add_or_sub);
  input [9:0] decimal;
  input clk, ce, reset, plus, minus, equal;
  output sign, overflow;
  output [6:0] out;
  output [1:0] state;
  output [8:0] REGB;
  output [6:0] REGA; 
  output [1:0] count;
  output add_or_sub;
  wire [3:0] d;
  wire [8:0] alu_out;
  reg  [1:0] state;
  reg  [8:0] REGB;
  reg  [6:0] REGA;
  reg  [1:0] count;
  reg        add_or_sub ;
  function [3:0] dectobin;
   input [9:0] in;
    if(in[9])
     dectobin = 9;
    else if(in[8])
     dectobin = 8;
    else if(in[7])
     dectobin = 7;
    else if(in[6])
     dectobin = 6;
    else if(in[5])
     dectobin = 5;
    else if(in[4])
     dectobin = 4;
    else if(in[3])
     dectobin = 3;
    else if(in[2])
     dectobin = 2;
    else if(in[1])
     dectobin = 1;
    else if(in[0])
     dectobin = 0;
   endfunction
  assign d=dectobin(decimal); 
  always @(posedge clk or negedge reset) 
    begin
     if(!reset)
       begin
         REGA <= 0; REGB <= 0; count <= 0;
         add_or_sub <= 0;
         state<= 0;
       end
     else
       begin
        case (state)
         0 :
            begin
             if((decimal != 0) && (count < 2)) 
               begin
                 count <= count + 1;
                 REGA <= REGA * 10 + d; 
               end
             else if(ce) 
               begin
                 REGA <= 0; 
                 count <= 0;
               end
             else if(plus || minus || equal) 
               begin
                 if (add_or_sub==0) 
                   REGB <= REGB + REGA;
                 else
                   REGB <= REGB - REGA; 
                if (plus)
                   add_or_sub <= 0;
                else if(minus)
                   add_or_sub <= 1;
                state <= 1;
               end
            end
         1:
            if (((REGB [8] ==1)&&(REGB<413))
                || ((REGB[8]==0)&&(REGB>99)))
               state<=2;
            else if(decimal) begin
                REGA <= d; 
                count <= 1;
                state <= 0;
               end
         2:
            if(ce) begin
                REGA <= 0; 
                REGB <= 0;
                add_or_sub <= 0; 
                count <= 0;
                state <= 0;
               end
         endcase
       end
    end
  assign overflow=(state==2)?1:0;
  assign sign=(state==0)?0: ((state==1)?(REGB[8]) :0);
  assign out=out_func (state, REGA, REGB);
  function [6:0] out_func;
    input [1:0] s; input [6:0] a; input [8:0] b;
    case(s)
      0 :
        out_func = a;
      1 :
        if(b[8]==1)
          out_func = ~b + 1;
        else
          out_func = b;
    endcase
  endfunction
endmodule
module syncro(out, in, clk, reset);
  parameter WIDTH = 1;
  input    [WIDTH-1:0] in;
  output   [WIDTH-1:0] out;
  input     clk,reset;
  reg      [WIDTH-1:0] qO,q1,q2;
  always @(posedge clk or negedge reset)
   begin
    if(!reset)
     begin
       qO <= 0;
       q1 <= 0;
       q2 <= 0;
     end
    else
     begin
       qO <= ~in;
       q1 <= qO;
       q2 <= q1;
     end
   end
  assign out=q1 & (~q2) ;
endmodule
module syncro10(out, in, clk, reset) ;
  parameter WIDTH = 10;
  input    [WIDTH-1:0] in;
  output   [WIDTH-1:0] out;
  input    clk,reset;
  reg      [WIDTH-1:0] qO,q1,q2;
  always @(posedge clk or negedge reset)
   begin
    if(!reset)
     begin
       qO <= 0;
       q1 <= 0;
       q2 <= 0;
     end
    else
     begin
       qO <= ~in;
       q1 <= qO;
       q2 <= q1;
     end
   end
  assign out=q1 & (~q2);
endmodule
module binled(in, ledl, ledh);
  input [6:0] in;
  output [7:0] ledl, ledh;
  wire [3:0] wireh, wirel;
  bintobcd bintobcd(in,wirel,wireh);
  ledout ledouthigh(wireh, ledh);
  ledout ledoutlow(wirel, ledl);
endmodule
module bintobcd(in,outl,outh);
  input [6:0] in;
  output [3:0] outl,outh;
  wire [6:0] temp1, temp2, temp3;
  assign outh[3] = (in >= 80)    ? 1            : 0;
  assign temp1   = (in >= 80)    ? in - 80      : in;
  assign outh[2] = (temp1 >= 40) ? 1            : 0;
  assign temp2   = (temp1 >= 40) ? temp1 - 40   : temp1;
  assign outh[1] = (temp2 >= 20) ? 1            : 0;
  assign temp3   = (temp2 >= 20) ? temp2 - 20   : temp2;
  assign outh[0] = (temp3 >= 10) ? 1            : 0;
  assign outl    = (temp3 >= 10) ? temp3 - 10   : temp3;
endmodule
module ledout(in, out);
  input  [3:0] in;
  output [7:0] out;
  reg    [7:0] out;
  always @(in)
   begin
     case(in)
        0: out = 8'b11111100;
        1: out = 8'b01100000;
        2: out = 8'b11011010;
        3: out = 8'b11110010;
        4: out = 8'b01100110;
        5: out = 8'b10110110;
        6: out = 8'b10111110;
        7: out = 8'b11100000;
        8: out = 8'b11111110;
        9: out = 8'b11110110;
        default: out = 8'bXXXXXXXX;
      endcase
   end
endmodule
$ cat run.sh
#!/bin/bash
# OpenROAD 26Q1-2900-gdf79404cd8, Yosys 0.63+post, stock flow scripts
make -C /OpenROAD-flow-scripts/flow DESIGN_CONFIG=/design/flow/config.mk WORK_HOME=/design/flow/orfs finish
$ cat constraint.sdc
current_design AP600

set clk_period 7.6
set clk_io_pct 0.2

create_clock -name clk0 -period $clk_period [get_ports {clk}]

set non_clock_inputs [all_inputs -no_clocks]
set_input_delay [expr $clk_period * $clk_io_pct] -clock clk0 $non_clock_inputs
set_output_delay [expr $clk_period * $clk_io_pct] -clock clk0 [all_outputs]
==> flow_summary.yaml <==
# synthesis and place-and-route metrics
status:
  outcome: "complete, no violations"
clock_tree:
  tritoncts.num_buffers: 9
  buffer_type_at_the_clock_tree_root: "sky130_fd_sc_hd__clkbuf_16"
  cts_buffer_depth: 2
  clkTransAtPathRegs_ps: 60
  cts.hold.buffers_added: 0
  cts_tree: "built"
  tritoncts_num_sinks: 63
  clock_tree.htree_level_count: 3
  clk_latency_worst_skew_pair_ps: 330
final_timing:
  grt_setup_unrepaired: "false"
  holdWs_ps: 346.5
  setup_viol: 0
  final.setup.tns_ps: 0
  finalMaxSlewViolations: 0
  final-hold-violation-count: 0
  worstMarginPinSlew_ps: 897.1
  timing.fmax_mhz: 140.3
  timing.slew.headroom_pct: 40.19
  post_route_clock_period_utilization_pct: 93.79
  finalWorstPathRequiredPeriod_ps: 7128
  skew_ps: 4.586
logic_synthesis:
  enable_flop_cells: 0
  top_area_share_pct: 32.09
  synthesis.area_sq_mm: 0.004912
  synthesized_chip_area_reported_by_yosys_sq_mm: 0.004912
  yosys_register_bits: 63
  top_flip_flop_cell_by_instance_count_after_synthesis: "sky130_fd_sc_hd__dfrtp_1"
  yosys-stat-cells: 553
  post_synthesis_average_cell_area_sq_um: 8.883
  postSynth.asyncResetShare_pct: 100.0
  synth.top_cells.by_area: "sky130_fd_sc_hd__dfrtp_1, sky130_fd_sc_hd__buf_4, sky130_fd_sc_hd__ha_1"
  yosys_warning_total: 4
  synth_area_leader: "sky130_fd_sc_hd__dfrtp_1"
  syn_inst: 553
  ys_seq_share_pct: 32.09
  synth.distinct_cells: 79
finish:
  n_fill_cell: 1114
  final_layout_top_logic_cell: "sky130_fd_sc_hd__dfrtp_1"
  final_cell_mix: "sky130_fd_sc_hd__dfrtp_1, sky130_fd_sc_hd__conb_1, sky130_fd_sc_hd__clkdlybuf4s50_1"
  share_of_layout_cells_above_drive_strength_1_pct: 8.926
  final_area_sq_mm: 0.005662
  final_core_utilization_pct: 47.14
  instances_no_fill: 752
  layout_overhead_on_the_synthesized_area_pct: 15.26
drt:
  drt_pre_antenna_iters: 20
  diodes: 0
  detail_route.wl_per_cell_um: 12.88
  routed_via_density: 5.048
  vias: 3796
  first_iteration_detailed_routing_drc_count: 270
  antenna_left: 0
  remaining_drc_errors: 0
  routed_wirelength_um: 9683
flow_run:
  cap_viol_max_count: 0
  tool_warnings: 65
global_route:
  first_pass_grt_wire_length_um: 16210
  globalRoute.totalOverflow: 0
  grt_use_total_pct: 15.92
  grt_start_max_net_pins: 52
  first_global_vias: 3412
  grt_antenna_before_repair: 0
die:
  fp.dieW_um: 112.8
  core_area_sq_mm: 0.01201
  floorplan.rows: 40
  starting_density_of_the_core_pct: 40.90
  design.die.area_sq_mm: 0.01273
  pin_count: 143
  floorplan.die.height_um: 112.8
placement:
  place.port_buffers: 53
  postPlaceCellArea_sq_mm: 0.005329
  gp_routability_congestion: 0.8360
  hpwlAfterDp_um: 7248
  placedCellCount: 735
worst_setup_path:
  worst-path-max-fanout: 13
  worstSetupEndpointType: "primary output"
  worst-setup-path-type: "flip-flop to primary output"
  cp-start-kind: "flip-flop"
  cp.arrival_ps: 5610
  cp_data_required_time_ps: 6080
worst_hold_path:
  hold_path_class: "flip-flop to flip-flop"
flip-flops by register name, indices dropped and copies added, names as in the netlist:
register	count
calctop.syncropush.q1	10
calctop.syncropush.q2	10
calctop.syncropush.qO	10
calctop.calc.REGB	9
calctop.calc.REGA	7
calctop.calc.count	2
calctop.calc.state	2
calctop.calc.add_or_sub	1
calctop.syncroce.q1	1
calctop.syncroce.q2	1
calctop.syncroce.qO	1
calctop.syncroequal.q1	1
calctop.syncroequal.q2	1
calctop.syncroequal.qO	1
calctop.syncrominus.q1	1
calctop.syncrominus.q2	1
calctop.syncrominus.qO	1
calctop.syncropuls.q1	1
calctop.syncropuls.q2	1
calctop.syncropuls.qO	1
cell usage after synthesis (3+ instances only):
cell,n
sky130_fd_sc_hd__o21ai_1,3
sky130_fd_sc_hd__clkbuf_1,13
sky130_fd_sc_hd__nor4_1,3
sky130_fd_sc_hd__o22ai_1,5
sky130_fd_sc_hd__nand2_1,39
sky130_fd_sc_hd__o211ai_1,4
sky130_fd_sc_hd__xnor2_1,14
sky130_fd_sc_hd__buf_4,62
sky130_fd_sc_hd__ha_1,33
sky130_fd_sc_hd__mux2i_1,11
sky130_fd_sc_hd__a21oi_1,22
sky130_fd_sc_hd__xor2_1,4
sky130_fd_sc_hd__fa_1,3
sky130_fd_sc_hd__nand3_1,13
sky130_fd_sc_hd__nor3_1,7
sky130_fd_sc_hd__inv_1,49
sky130_fd_sc_hd__o31ai_1,11
sky130_fd_sc_hd__o21ai_0,28
sky130_fd_sc_hd__a211oi_1,7
sky130_fd_sc_hd__nand2b_1,11
sky130_fd_sc_hd__nor2b_1,14
sky130_fd_sc_hd__or3_1,4
sky130_fd_sc_hd__a22o_1,10
sky130_fd_sc_hd__a21boi_0,3
sky130_fd_sc_hd__a21o_1,4
sky130_fd_sc_hd__buf_2,6
sky130_fd_sc_hd__a31oi_1,9
sky130_fd_sc_hd__or2_2,3
sky130_fd_sc_hd__dfrtp_1,63
sky130_fd_sc_hd__nor2_1,29
sky130_fd_sc_hd__or2_1,3
routing by layer:
layer,up-vias,track usage [%],wire (um)
li1,1909,-,-
met1,1781,23.54,4575
met2,101,26.05,4608
met3,5,2.347,450
met4,0,2.044,48
met5,-,0,0
kinds of logic after synthesis:
logic type	after synthesis	share of synthesized area, %
other	1	0.07634
muxes	15	3.158
AOI/OAI and AO/OA	142	21.22
and+or+nand+nor	143	15.10
DFF	63	32.09
adders and majority gates	36	9.628
buffers and inverters	135	15.51
xor gates and xnor gates	18	3.209
layout make-up:
class,count,area (sq um),share of cell area (%)
repair buffers,62,593.1,10.48
flip-flops and latches,63,1577,27.85
inverters,51,193.9,3.425
clock buffers,9,225.2,3.978
multi-input cells,413,2834,50.06
well taps,147,183.9,3.249
clock inverters,7,55.05,0.9724
critical path, stage by stage (launching register included):
cell and delay [ps]:
sky130_fd_sc_hd__dfrtp_1 530, sky130_fd_sc_hd__inv_1 140, sky130_fd_sc_hd__ha_1 230, sky130_fd_sc_hd__or3b_4 280, sky130_fd_sc_hd__a211oi_4 80, sky130_fd_sc_hd__nor3_4 320, sky130_fd_sc_hd__inv_4 130, sky130_fd_sc_hd__ha_2 410
sky130_fd_sc_hd__inv_1 110, sky130_fd_sc_hd__a41oi_1 170, sky130_fd_sc_hd__a32oi_1 130, sky130_fd_sc_hd__nor3b_2 220, sky130_fd_sc_hd__o31ai_2 300, sky130_fd_sc_hd__ha_2 290, sky130_fd_sc_hd__nand2_1 60, sky130_fd_sc_hd__mux2i_1 150
sky130_fd_sc_hd__o22ai_1 140, sky130_fd_sc_hd__or2_1 270, sky130_fd_sc_hd__xnor2_1 170, sky130_fd_sc_hd__ha_1 250, sky130_fd_sc_hd__o21ai_0 180, sky130_fd_sc_hd__mux2i_1 80, sky130_fd_sc_hd__o21ai_0 170, sky130_fd_sc_hd__clkdlybuf4s50_1 480
per-stage QoR:
| stage | setup slack (ps) |
|---|---|
| 2_1_floorplan | 1037 |
| 3_3_place_gp | 498.3 |
| 3_5_place_dp | 466.6 |
| 4_1_cts | 93.64 |
| 5_1_grt | 51.93 |
| 6_report | 471.8 |
path summary, 6_finish.rpt:
kind                                                    start                                  to  slack, ps  cells after the start
min                        calctop.syncropush.qO[6]$_DFF_PN0_  calctop.syncropush.q1[6]$_DFF_PN0_        350                      0
max                          calctop.calc.REGB[0]$_DFFE_PN0P_                             segH[1]        470                     23
min reg2reg                calctop.syncropush.qO[6]$_DFF_PN0_  calctop.syncropush.q1[6]$_DFF_PN0_        350                      0
max in group asynchronous                               reset       calctop.syncroce.q2$_DFF_PN0_       5640                      2
max reg2reg                  calctop.calc.REGA[1]$_DFFE_PN0P_    calctop.calc.REGB[8]$_DFFE_PN0P_       4360                     15
min in group asynchronous                               reset  calctop.syncropush.qO[7]$_DFF_PN0_       1060                      1
what timing repair did:
action / CTS / global route
endpoints found under the setup margin: 0 / 14
buffers inserted: 0 / 1
resized: 0 / 9
